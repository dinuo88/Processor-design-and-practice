<file path="constraint.sdc">
current_design mux

set clk_period 1.0
set clk_io_pct 0.2

create_clock -name clk0 -period $clk_period

set non_clock_inputs [all_inputs -no_clocks]
set_input_delay [expr $clk_period * $clk_io_pct] -clock clk0 $non_clock_inputs
set_output_delay [expr $clk_period * $clk_io_pct] -clock clk0 [all_outputs]
</file>
<file path="design.v">
`timescale 1ns / 1ps
module mux #(parameter WIDTH = 32) (
    input [WIDTH - 1: 0] a,       
    input [WIDTH - 1: 0] b,       
    input select,                 
    output reg [WIDTH - 1: 0] r   
);
    always @(*) begin
        if (select) begin
            r = a;                  
        end
        else begin
            r = b;                  
        end
    end
endmodule
</file>
<file path="config.mk">
export PLATFORM = sky130hd
export DESIGN_NAME = mux
export DESIGN_NICKNAME = mux
export VERILOG_FILES = /design/flow/design.v
export SDC_FILE = /design/flow/constraint.sdc
export NUM_CORES = 4
export LEC_CHECK = 1
export CORE_AREA = 10 10 70 70
export DIE_AREA = 0 0 80 80
</file>
<file path="run.sh">
#!/bin/bash
# OpenROAD 26Q1-2900-gdf79404cd8, Yosys 0.63+post, stock flow scripts
make -C /OpenROAD-flow-scripts/flow DESIGN_CONFIG=/design/flow/config.mk WORK_HOME=/design/flow/orfs finish
</file>
==> run summary <==
Critical Path End Type: output pin
cell chain of the critical path: clkdlybuf4s50_1 > mux2_4 > buf_6
class of the tightest hold or removal check: input port to output pin
Post-Place Cell Area: 1520 um2
most frequently used cell type in the post-synthesis netlist: sky130_fd_sc_hd__mux2_4
Yosys top cell by area: sky130_fd_sc_hd__mux2_4
clock buf count: 0
worst setup margin: -0.173 ns
total of max-cap violations: 0
dominant cells by area after synthesis: sky130_fd_sc_hd__mux2_4 83%, sky130_fd_sc_hd__buf_12 11%, sky130_fd_sc_hd__mux2_2 4.1%
drc violations: 0
drt wl/cell: 14.9 um
Cell Rows: 21
number of buffers inserted by hold repair at cts: 0
vertical die dimension: 80 um
crit path to: r[27]
crit path from: a[27]
proportion of synthesized chip area in sequential cells: 0
unrepaired setup endpoints after global routing: true
count of buffering cells on the critical path with inverters included: 2
die area: 6400 um2
n_diodes: 0
FF+latch area: 0 um2
Worst Max-Slew Pin Slew: 0.111 ns
relative max-transition margin: 0.926
cell with the largest stage delay on the worst path: sky130_fd_sc_hd__clkdlybuf4s50_1
type of element launching the critical path: input port
count of unique library cells instantiated by Yosys: 4
FP Util: 0.159
power density relative to cell area: 390 nW/um2
Layout Cell Area excl Fill: 1590 um2
post-synthesis cell count from yosys: 36
Flops: 0
IO Port Bufs: 97
placeable core region: 3420 um2
estimated wirelength of the detail-placed design: 2.40 mm
RePlAce Congestion: 0.758
share of the clock period used by the worst path after layout: 1.17
mean instance size in the synthesized netlist: 15.1 um2
number of warning messages in the logs: 34
starting DRC count in detailed routing: 3
detailed-routing iteration count for the pre-antenna-repair pass: 2
pin count of the biggest net entering global routing: 11
critical path arrival: 0.97 ns
total leakage power: 0.887 nW
utilization of the core after routing: 0.464
Vias: 690
I/O pin count: 97
delay of the slowest cell on the worst path: 0.40 ns
warnings from Yosys: 1
wire length of the first global-routing pass: 4.00 mm
gate family responsible for the most delay along the worst path: buffers and inverters
leftover overflow at the end of global routing: 0
clock period minus final worst setup slack: 1.17 ns
most frequent cells after synthesis: 30 x sky130_fd_sc_hd__mux2_4, 3 x sky130_fd_sc_hd__buf_12, 2 x sky130_fd_sc_hd__mux2_2, 1 x sky130_fd_sc_hd__buf_6
overall routing resource usage: 0.0764
share of post-route cells with drive strength above 1: 0.533
number of cells on the critical path: 3
result of the run: complete, but fails checks
number of instances in the synthesized netlist: 36
number of antenna violations at the first check in global routing: 0
fmax: 852 MHz
violations in the final reports: negative setup slack
relative area change from synthesis to final layout: 191%
count of final setup violators: 32
CP required: 0.80 ns
final slew viol count: 0
total power: 0.619 mW
Crit Path Max Fanout: 1
WS Path Type: input port to output pin
number of hold violations in the final report: 0
post-synthesis instance area: 544 um2
largest voltage drop on the vdd net: 0.161 mV
Chip Width: 80 um
Via-to-Cell Ratio: 3.77
Hold WS: 0.692 ns
Yosys Chip Area: 544 um2
post-route ant nets: 0
final routed wirelength across all metal layers: 2.72 mm
top area contributor share: 0.828
number of global-route vias before repair: 751
[repair_timing]
| item | CTS | global route |
|---|---|---|
| buffers inserted | 5 | 0 |
| gates cloned | 1 | 0 |
| endpoints found under the setup margin | 32 | 32 |
| gates resized | 170 | 15 |
[how the worst min path moves through the flow]
| stage | startpoint | endpoint | slack, ns | cells past startpoint |
|---|---|---|---|---|
| 5_1_grt | b[27] | r[27] | 0.71 | 3 |
| 6_report | b[18] | r[18] | 0.69 | 3 |
| 4_1_cts | b[23] | r[23] | 0.80 | 3 |
[stage by stage]
stage / cells / TNS (ns) / setup WS, ns
5_1_grt: 183 / -4.37 / -0.196
3_3_place_gp: 177 / -15.30 / -0.497
2_1_floorplan: 36 / 0 / 0.0669
4_1_cts: 183 / -3.97 / -0.174
6_report: 183 / -3.69 / -0.173
3_5_place_dp: 177 / -15.35 / -0.499
[cell usage in the layout (no fill, tap or decap)]
master,n
sky130_fd_sc_hd__buf_16,1
sky130_fd_sc_hd__clkdlybuf4s50_1,10
sky130_fd_sc_hd__mux2_4,32
sky130_fd_sc_hd__buf_8,3
sky130_fd_sc_hd__buf_2,12
sky130_fd_sc_hd__dlygate4sd2_1,47
sky130_fd_sc_hd__buf_12,4
sky130_fd_sc_hd__dlymetal6s2s_1,7
sky130_fd_sc_hd__buf_6,21
[layout make-up]
type	instances	area [um2]
multi-input cells	32	480
fillers	345	1830
repair buffers	105	1050
well taps	46	57.6
[power breakdown]
part / internal [mW] / switching, mW
combinational: 0.487 / 0.132
clock: 0 / 0
sequential: 0 / 0
[logic make-up after synthesis]
family / share of synthesized area
multiplexers: 0.869
buffers and inverters: 0.131
[per-layer routing]
metal / routed length, um / vias to the layer above / share of wire / global-route usage
met5: 0 / - / 0 / 0
met4: 0 / 0 / 0 / 0
met3: 351 / 0 / 0.13 / 0.0318
met2: 1350 / 51 / 0.50 / 0.136
met1: 1020 / 300 / 0.37 / 0.0877
li1: - / 339 / - / -
Power is estimated from default activity; no workload was simulated.
