`flow/config.mk`:
```
export PLATFORM = sky130hd
export DESIGN_NAME = Decoder
export DESIGN_NICKNAME = Decoder
export VERILOG_FILES = /design/flow/design.v
export SDC_FILE = /design/flow/constraint.sdc
export NUM_CORES = 4
export LEC_CHECK = 1
export CORE_AREA = 10 10 87 87
export DIE_AREA = 0 0 97 97
```
`flow/constraint.sdc`:
```
current_design Decoder

set clk_period 2.6
set clk_io_pct 0.2

create_clock -name clk0 -period $clk_period

set non_clock_inputs [all_inputs -no_clocks]
set_input_delay [expr $clk_period * $clk_io_pct] -clock clk0 $non_clock_inputs
set_output_delay [expr $clk_period * $clk_io_pct] -clock clk0 [all_outputs]
```
`flow/run.sh`:
```
#!/bin/bash
# OpenROAD 26Q1-2900-gdf79404cd8, Yosys 0.63+post, stock flow scripts
make -C /OpenROAD-flow-scripts/flow DESIGN_CONFIG=/design/flow/config.mk WORK_HOME=/design/flow/orfs finish
```
`flow/design.v`:
```
`timescale 1ns / 1ps
module Decoder(
    input [31:0] instruction,    
    input clk,                   
    input zero,                  
	input Dstop,                 
    input [31:0] rs_data,        
    input [31:0] rt_data,        
    output IM_R,                 
    output RF_W,                 
    output M1,                   
    output M2,                   
    output M3,                   
    output M4,                   
    output M5,                   
    output DM_CS,                
    output [2:0] ALU_OP,         
    output DM_R,                 
    output DM_W,                 
    output sign_ext              
);
    wire [5:0] func = instruction[5:0];
    wire [5:0] op = instruction[31:26];
    wire [4:0] rs = instruction[25:21];
    wire [4:0] rt = instruction[20:16];
    wire R_type = ~|op;
    wire ADD_, SUB_, AND_, OR_, XOR_, SLT_, MOVZ_, SLL_;
    wire LW_, SW_;
    wire BNE_, J_;
    assign ADD_ = R_type & func[5] & ~func[4] & ~func[3] & ~func[2] & ~func[1] & ~func[0];
    assign SUB_ = R_type & func[5] & ~func[4] & ~func[3] & ~func[2] & func[1] & ~func[0];
    assign AND_ = R_type & func[5] & ~func[4] & ~func[3] & func[2] & ~func[1] & ~func[0];
    assign OR_ = R_type & func[5] & ~func[4] & ~func[3] & func[2] & ~func[1] & func[0];
    assign XOR_ = R_type & func[5] & ~func[4] & ~func[3] & func[2] & func[1] & ~func[0];
    assign SLT_ = R_type & func[5] & ~func[4] & func[3] & ~func[2] & func[1] & ~func[0];
    assign MOVZ_ = R_type & ~func[5] & ~func[4] & func[3] & ~func[2] & func[1] & ~func[0];
    assign SLL_ = R_type & ~func[5] & ~func[4] & ~func[3] & ~func[2] & ~func[1] & ~func[0];
    assign SW_ = ~R_type & op[5] & ~op[4] & op[3] & ~op[2] & op[1] & op[0];
    assign LW_ = ~R_type & op[5] & ~op[4] & ~op[3] & ~op[2] & op[1] & op[0];
    assign BNE_ = ~R_type & ~op[5] & ~op[4] & ~op[3] & op[2] & ~op[1] & op[0];
    assign J_ = ~R_type & ~op[5] & ~op[4] & ~op[3] & ~op[2] & op[1] & ~op[0];
    assign IM_R = 1;
    assign RF_W = ADD_ | SUB_ | AND_ | OR_ | XOR_ | SLT_ | MOVZ_ | LW_ | SLL_;
    assign DM_CS = LW_ | SW_;
    assign DM_R = LW_;
    assign DM_W = SW_;
    assign ALU_OP[2] = XOR_ | SLT_ | MOVZ_ | SLL_;
    assign ALU_OP[1] = AND_ | OR_ | MOVZ_ | SLL_;
    assign ALU_OP[0] = SUB_ | OR_ | SLT_ | SLL_;
    assign M1 = ADD_ | SUB_ | AND_ | OR_ | XOR_ | SLT_ | MOVZ_ | LW_ | SW_ | BNE_ | SLL_ | !(ADD_ | SUB_ | AND_ | OR_ | XOR_ | SLT_ | MOVZ_ | LW_ | SW_ | BNE_ | SLL_ | J_);
    assign M2 = ADD_ | SUB_ | AND_ | OR_ | XOR_ | SLT_ | MOVZ_ | SLL_;
    assign M3 = LW_ | SW_;
    assign M4 = ADD_ | SUB_ | AND_ | OR_ | XOR_ | SLT_ | MOVZ_ | SLL_ | LW_ | SW_ | SLL_ | (BNE_ && rs_data == rt_data);
    assign M5 = LW_;
    assign sign_ext = LW_ | SW_ | BNE_ | J_;
endmodule
```
==> impl_metrics.csv <==
group,metric,value,unit
flow_run,max_cap_viol_count,0,
timing,fmax,395.5,MHz
timing,post-route-period-util,97.24,%
synth,yosys-stat-cells,86,
layout,most-common-layout-cells,"42 x clkdlybuf4s50_1, 35 x dlymetal6s2s_1, 28 x xor2_1, 15 x buf_4, 8 x buf_2",
hold_path,hold_path.class,"input port to output pin",
layout,drive_gt1_share,26.46,%
synth,yosysWarnings,0,
routing,drt_iter0_markers,4,
routing,viasPerCell,3.697,
synth,yosys_area,595.6,sq um
power_and_ir_drop,peakVddDrop,37.45,uV
placement,dpl_cell_area,1655,sq um
die,die_height,97,um
timing,maxSlewViolCount,0,
power_and_ir_drop,p_leak,0.001003,uW
flow_run,warning_count,56,
die,die_area,9409,sq um
timing,hold_violations,0,
setup_path,path_buffers,3,
setup_path,cp-end-kind,"output pin",
layout,area_delta_synth_final,208.8,%
placement,placed_cells,256,
setup_path,slowest_delay,520,ps
global_routing,grt_pass1_vias,1015,
routing,n_antenna_cell,0,
global_routing,grt_use_total,5.952,%
timing,rsz0062_at_grt,"false",
synth,top_cell_area_share,41.18,%
outcome,outcome,"completed",
synth,area_leaders,"xor2_1 41%, nor4_1 11%, xnor2_1 7.4%",
setup_path,cpLargestDelayFamily,"simple AND/OR/NAND/NOR gates",
setup_path,cpMaxStageDelayCell,"or4_4",
global_routing,antenna_found_initial,0,
clock_tree,cts_hold_buf,0,
layout,lay_top_count,"clkdlybuf4s50_1",
setup_path,crit_path_start_kind,"input port",
synth,syn-cell-area,595.6,sq um
synth,postSynthSeqShare,0,%
setup_path,path_class,"input port to output pin",
routing,drtAntennaViolNets,0,
die,ios,113,
routing,vias,965,
layout,logic_area,635.6,sq um
synth,synth.avg_cell_area,6.925,sq um
global_routing,grt_first_pass_wirelength,4823,um
routing,wire_per_inst,12.21,um
placement,finalWeightedCongestion,0.8033,
placement,io_buffers,89,
placement,place_hpwl,2839,um
setup_path,worstPathRequired,2080,ps
die,core,5642,sq um
timing,post-route-min-period,2528,ps
synth,ys_types,23,
global_routing,overflow,0,
setup_path,crit_fanout,3,
power_and_ir_drop,powerDensity,114.0,nW/um^2
layout,finalNonFillerCells,261,
layout,seq_cells,0,
setup_path,cp_num_cells,7,
layout,fillers,571,
routing,dr.pass1.iters,2,
synth,yosys.area.top_type,"xor2_1",
setup_path,cp_data_arrival_time,2010,ps
global_routing,grt_max_degree,7,
die,fp-row-count,27,
routing,drc,0,
layout,design_area,1839,sq um
synth,synthCells,86,
layout,seqCellArea,0,sq um
routing,finalWirelength,3186,um
die,die-width,97,um
die,initCoreUtil,10.56,%
setup_path,worstPathCellList,"buf_6 -> or4_4 -> or4_4 -> buf_6 -> nor2_4 -> or3_1 -> buf_2",
hold_path,holdPathStages,4,
layout,clock_buffer_count,0,
timing,finalSetupViolations,0,
## kinds of logic (layout without fill, tap and decap cells)
group | count (synthesis) | count (layout) | synth area share [%]
simple gates | 37 | 37 | 36.98
xor+xnor | 33 | 33 | 48.53
buf+inv | 8 | 111 | 6.933
compound gates | 7 | 7 | 6.933
other cells | 1 | 1 | 0.6296
## stage by stage
step | total power, uW | hold slack, ps | util (%) | setup WS, ps | TNS [ps]
floorplan | 55.86 | 1056 | - | 418.8 | 0
global placement | 205.9 | 2101 | 29.34 | -588.4 | -4030
detailed placement | 206.2 | 2094 | 29.34 | -603.3 | -4047
CTS | 212.3 | 1438 | 30.10 | -39.24 | -73.63
global route | 228.8 | 1476 | 32.60 | 17.37 | 0
finish | 209.7 | 1447 | 32.60 | 71.82 | 0
## Yosys cell counts
library cell and number:
xor2_1 28, nor4_1 10, nor3_1 8, xnor2_1 5, a21oi_1 4, nand3_1 4
buf_4 3, clkbuf_1 3, nor2_1 3, inv_1 2, nand2_1 2, nand4_1 2
or4_4 2, and2_2 1, conb_1 1, nand4b_1 1, nor2_2 1, nor2b_1 1
o21ai_0 1, o21ba_2 1, o22ai_1 1, or3_1 1, or3b_2 1
## final timing paths
kind | startpoint | endpoint
worst max-delay path | instruction[26] | M4
worst min-delay path | instruction[29] | RF_W
## report_power, final
part | switching [uW] | internal, uW | total (uW)
Sequential | 0 | 0 | 0
Clock | 0 | 0 | 0
Combinational | 67.9 | 142 | 210
## worst min-delay path, cell delays in order
cell and delay, ps:
buf_2 90, buf_4 130, o22ai_2 80, buf_2 100
## final cells by class
type	count	area share, %
repair buffers	109	60.14
inverters	2	0.4082
multi-input cells	78	34.56
well taps	72	4.898
## per-layer routing
layer	track usage (%)	routed length, um	vias to the layer above	share of wire (%)
met1	7.470	1409	410	44
met3	1.504	227	0	7.1
met4	0	0	0	0
met2	10.53	1550	46	49
li1	-	-	509	-
met5	0	0	-	0
## timing repair
| item | CTS | global route |
|---|---|---|
| resized | 49 | 44 |
| setup buffers | 3 | 3 |
| endpoints found under the setup margin | 10 | 7 |
| endpoints found under the hold margin | 0 | 0 |
| pin swaps | 9 | 23 |
No activity file was given, so power comes from the tool's default toggle rates.
